### design/flow/run.sh
#!/bin/bash
# OpenROAD 26Q1-2900-gdf79404cd8, Yosys 0.63+post, stock flow scripts
make -C /OpenROAD-flow-scripts/flow DESIGN_CONFIG=/design/flow/config.mk WORK_HOME=/design/flow/orfs finish
### design/flow/config.mk
export PLATFORM = sky130hd
export DESIGN_NAME = init
export DESIGN_NICKNAME = init
export VERILOG_FILES = /design/flow/design.v
export SDC_FILE = /design/flow/constraint.sdc
export NUM_CORES = 4
export LEC_CHECK = 1
export CORE_AREA = 10 10 87 87
export DIE_AREA = 0 0 97 97
### design/flow/constraint.sdc
current_design init

set clk_period 2.9
set clk_io_pct 0.2

create_clock -name clk0 -period $clk_period [get_ports {clk}]

set non_clock_inputs [all_inputs -no_clocks]
set_input_delay [expr $clk_period * $clk_io_pct] -clock clk0 $non_clock_inputs
set_output_delay [expr $clk_period * $clk_io_pct] -clock clk0 [all_outputs]
### design/flow/design.v
module init(input logic clk, input logic rst_n,
            input logic en, output logic rdy,
            output logic [7:0] addr, output logic [7:0] wrdata, output logic wren);
reg [1:0] current_state;
always_ff@(posedge clk or negedge rst_n) begin
	if(~rst_n) begin
		{rdy, wren, addr, wrdata, current_state} = {1'b1, 1'b0, 8'd0, 8'd0, 2'd1};
	end else begin
	case(current_state) 
		2'd1 : begin
					{rdy, wren, addr, wrdata} = {1'b1, 1'b0, 8'd0, 8'd0};
					if (en) begin
						{rdy, wren, addr, wrdata} = {1'b0, 1'b1, 8'd0, 8'd0};
						current_state = 2'd2;
					end else begin
						current_state = 2'd1;
					end
					end
		2'd2 : begin	
				if (addr == 8'b11111111) begin	
					current_state = 2'd3;
				end else begin	
					{rdy, wren, addr, wrdata} = {1'b0, 1'b1, addr + 8'd1, addr + 8'd1};
					current_state = 2'd2;
				end
				end
		2'd3 : begin	
				{rdy, wren, addr, wrdata} = {1'b1, 1'b0, 8'd0, 8'd0};
				current_state = 2'd3;
				end
		default : current_state = 2'd3;
	endcase
	end
end
endmodule: init
==> results.sh <==
# physical design summary
export IMPL_rsz0062_at_grt="no"
export IMPL_avgViaCountPerCell=3.93
export IMPL_internal_power_uw=281
export IMPL_worst_reg2reg_setup_slack_ps=1270
export IMPL_synth_ff_latch_count=13
export IMPL_initial_standard_cell_utilization_of_the_core_pct=13.3
export IMPL_die_h_um=97
export IMPL_layout_core_utilization_pct=17.9
export IMPL_ys_cells=78
export IMPL_insertion_delay_ps=240
export IMPL_drt_wl_total_um=1910
export IMPL_globalRoute_totalOverflow=0
export IMPL_critPathMaxStageDelay_ps=540
export IMPL_routedWlPerCell_um=11.6
export IMPL_post_route_cells_drive_above_1_share_pct=8.70
export IMPL_post_synth_main_area_contributors="sky130_fd_sc_hd__dfrtp_1 37%, sky130_fd_sc_hd__buf_4 8.0%, sky130_fd_sc_hd__dfstp_2 7.0%, sky130_fd_sc_hd__o211ai_1 5.0%, sky130_fd_sc_hd__nand3_1 4.0%"
export IMPL_openroad_warnings=25
export IMPL_layout_top_cells="20 x sky130_fd_sc_hd__clkdlybuf4s50_1, 11 x sky130_fd_sc_hd__dfrtp_1, 6 x sky130_fd_sc_hd__nand3_1"
export IMPL_post_dp_cell_area_sq_um=966
export IMPL_path_cells="clkdlybuf4s50_1"
export IMPL_place_worst_setup_slack_ps=1250
export IMPL_routabilityCongestion=0.760
export IMPL_clkTransAtPathRegs_ps=50
export IMPL_post_cts_setup_driven_buffer_insertion_count=0
export IMPL_power_frac_seq_pct=52.3
export IMPL_layout_min_cycle_time_ps=1830
export IMPL_crit_fanout=3
export IMPL_final_max_slew_violation_tally=0
export IMPL_relSlewSlack_pct=59.3
export IMPL_setup_crit_path_kind="reg -> out"
export IMPL_antenna_found_initial=0
export IMPL_maxClockFrequency_mhz=546
export IMPL_mean_instance_size_in_the_synthesized_netlist_sq_um=9.62
export IMPL_pin_count_of_the_biggest_net_entering_global_routing=17
export IMPL_period_used_pct=63.1
export IMPL_cell_with_the_largest_stage_delay_on_the_worst_path="sky130_fd_sc_hd__dfstp_2"
export IMPL_timing_max_cap_violations=0
export IMPL_first_pass_grt_wire_length_um=3350
export IMPL_cts_buffers_inserted=3
export IMPL_holdWs_ps=554
export IMPL_htree_levels=1
export IMPL_cts_num_sinks=13
export IMPL_post_route_worst_setup_slack_ps=1070
export IMPL_number_of_synthesized_flops_with_an_enable_pin=0
export IMPL_netlist_area_leader_share_pct=36.7
export IMPL_detail_route_drc_violations=0
export IMPL_dominantRegCellSynth="sky130_fd_sc_hd__dfrtp_1"
export IMPL_worst_min_delay_path_class="reg -> reg"
export IMPL_unique_masters_post_synth=32
export IMPL_static_leakage_power_nw=0.372
export IMPL_swShare_pct=19.1
export IMPL_postRouteAntennaNets=0
export IMPL_syn_cell_area_sq_um=751
export IMPL_skew_ps=2.15
export IMPL_placement_io_buffers=20
export IMPL_mostFrequentLayoutCell="sky130_fd_sc_hd__clkdlybuf4s50_1"
export IMPL_transition_at_the_pin_with_the_smallest_max_transition_slack_ps=609
export IMPL_gr_usage_all_layers_pct=4.08
export IMPL_final_fill_count=615
export IMPL_ctsRootBufferMaster="sky130_fd_sc_hd__clkbuf_8"
export IMPL_top_area_cell="sky130_fd_sc_hd__dfrtp_1"
export IMPL_syn2layout_area_growth_pct=34.7
export IMPL_status="finished, final reports clean"
export IMPL_yosys_area_sq_um=751
export IMPL_cells_resized_by_post_cts_repair=0
export IMPL_critPathArrivalTime_ps=1250
export IMPL_grt_pass1_vias=652
export IMPL_power_switching_uw=66.5
export IMPL_firstDrtPassIters=4
export IMPL_setup_tns_final_ps=0
export IMPL_chipArea_sq_mm=0.00941
export IMPL_cp_num_buf_inv=1
export IMPL_power_per_standard_cell_area_mw_per_mm2=344
export IMPL_max_clock_path_buffers=2
export IMPL_ir_drop_uv=121
export IMPL_floorplan_io_pins=21
export IMPL_post_dp_hpwl_um=1430
export IMPL_worst_setup_path_start_kind="flip-flop"
export IMPL_cp_data_required_time_ps=2320
export IMPL_synthCells=78
export IMPL_route_antenna_diode_count=0
export IMPL_end_kind="output pin"
export IMPL_cts_tree="yes"
export IMPL_synthArstFlopShare_pct=100
export IMPL_detail_route_iter0_violations=64
export IMPL_number_of_vias_in_the_routed_layout=645
export IMPL_dieWidth_um=97
export IMPL_report_final_setup_viol=0
export IMPL_p_comb_share_pct=1.9
export IMPL_final_number_of_hold_violating_endpoints=0
export IMPL_synthesis_yosys_warnings=1
export IMPL_hold_buffers=0
export IMPL_ys_seq_share_pct=43.7
export IMPL_crit_family="flip-flops"
export IMPL_power_share_clock_pct=45.8
export IMPL_final_area_sq_mm=0.00101
export IMPL_placement_rows=27
export IMPL_core_region_area_sq_mm=0.00564
power by group through the flow:
stage | clock (mW) | combinational (mW) | sequential (mW)
after CTS | 0.164 | 0.00698 | 0.182
after global routing | 0.176 | 0.00758 | 0.182
final | 0.159 | 0.00652 | 0.182
synthesized netlist by cell type (2+ instances only):
master / instances
sky130_fd_sc_hd__a21oi_1: 4
sky130_fd_sc_hd__buf_4: 8
sky130_fd_sc_hd__dfrtp_1: 11
sky130_fd_sc_hd__dfstp_2: 2
sky130_fd_sc_hd__inv_1: 2
sky130_fd_sc_hd__nand2_1: 5
sky130_fd_sc_hd__nand3_1: 6
sky130_fd_sc_hd__nand3b_1: 2
sky130_fd_sc_hd__nand4_1: 3
sky130_fd_sc_hd__o211ai_1: 5
sky130_fd_sc_hd__o21ai_0: 5
sky130_fd_sc_hd__o31ai_1: 2
sky130_fd_sc_hd__or2_2: 2
sky130_fd_sc_hd__or4_1: 2
sky130_fd_sc_hd__xor2_1: 2
sequential cells by signal (all words and copies together) (netlist names):
name           flops
addr               8
wren               1
current_state      3
rdy                1
per-stage QoR:
step | total power, mW | std cells
2_1_floorplan | 0.185 | 78
3_3_place_gp | 0.192 | 160
3_5_place_dp | 0.192 | 160
4_1_cts | 0.353 | 164
5_1_grt | 0.365 | 164
6_report | 0.347 | 164
path summary, 6_finish.rpt:
kind                               endpoint    start  depth (start not counted)
setup / recovery                        rdy      rdy                          1
hold / removal                          rdy      rdy                          2
setup reg to reg                        rdy  addr[0]                          4
hold reg to reg                         rdy      rdy                          2
max in group asynchronous           addr[1]    rst_n                          1
min in group asynchronous  current_state[2]    rst_n                          1
routing by layer:
layer	global-route usage (%)	routed length, um	vias up
met5	0	0	-
met4	1.13	40	0
met3	1.72	191	2
met2	5.83	815	23
met1	5.47	860	301
li1	-	-	319
logic make-up (layout without fill, tap and decap cells):
family          after synthesis  in the layout  synth area share [%]
xor+xnor                      2              2                  2.33
compound gates               21             21                  18.7
buf+inv                      12             26                  11.0
flops                        13             13                  43.7
fa+ha+maj                     1              1                  1.67
simple gates                 29             29                  22.7
layout make-up:
| class | instances | area, sq um | share of cell area, % |
|---|---|---|---|
| Multi-Input combinational cell | 53 | 340 | 33.7 |
| Inverter | 2 | 7.51 | 0.743 |
| Timing Repair Buffer | 20 | 200 | 19.8 |
| Sequential cell | 13 | 328 | 32.4 |
| Clock buffer | 4 | 45.0 | 4.46 |
| Tap cell | 72 | 90.1 | 8.91 |
No activity file was given, so power comes from the tool's default toggle rates.
