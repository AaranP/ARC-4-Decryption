<file path="design.v">
module prga(input logic clk, input logic rst_n,
            input logic en, output logic rdy,
            input logic [23:0] key,
            output logic [7:0] s_addr, input logic [7:0] s_rddata, output logic [7:0] s_wrdata, output logic s_wren,
            output logic [7:0] ct_addr, input logic [7:0] ct_rddata,
            output logic [7:0] pt_addr, input logic [7:0] pt_rddata, output logic [7:0] pt_wrdata, output logic pt_wren);
    logic [3:0] current_state;
	logic [7:0] length, i, j, k, si, sj, padk, ctk, pause;
    always_ff@(posedge clk or negedge rst_n) begin
        if(~rst_n) begin
            current_state <= 4'd2;
            i <= 8'd0;
            j <= 8'd0;
            k <= 8'd0;
	        {length, i, j, k, si, sj, padk, ctk, pause} <= {9 *{8'd0}};
            {rdy, s_addr, s_wrdata, s_wren, ct_addr, pt_addr, pt_wrdata, pt_wren} = {1'b1, 8'd0, 8'd0, 1'b0, 8'd0, 8'd0, 8'd0, 1'b0};
        end else begin
            case(current_state)
            4'd2 : begin 
                     if (en) begin
                        rdy <= 1'b0;
                        current_state <= 4'd3;
                        {s_addr, s_wrdata, s_wren, ct_addr, pt_addr, pt_wrdata, pt_wren} = {8'd0, 8'd0, 1'b0, 8'd0, 8'd0, 8'd0, 1'b0};
                     end else begin
                        current_state <= 4'd2;
                     end
                    end
            4'd3 : begin  
                     if (pause < 8'd2) begin
                        pause <= pause + 8'd1;
                        current_state <= 4'd3;
                     end else begin
                        pause <= 8'd0;
                        length <= ct_rddata;
                        current_state <= 4'd4;
                     end 
                    end
            4'd4 : begin  
                      {length, i, j, k, si, sj, padk, ctk, pause} <= {length, i, j, k, si, sj, padk, ctk, 8'd0};
                      if (k < (length)) begin
                        current_state <= 4'd5;
                        i <= (i+8'd1) % 256;
                      end else begin
                        current_state <= 4'd9;
                      end
                     end
            4'd5 : begin  
                      {s_addr, s_wrdata, s_wren, ct_addr, pt_addr, pt_wrdata, pt_wren} <= {i, 8'd0, 1'b0, 8'd0, 8'd0, 8'd0, 1'b0};
                       if (pause < 8'd2) begin
                            current_state <= 4'd5;
                            {length, i, j, k, si, sj, padk, ctk, pause} <= {length, i, j, k, si, sj, padk, ctk, 8'd1 + pause};
                       end else begin
                            j <= ((j + s_rddata) % 256);
                            {length, i, k, si, sj, padk, ctk, pause} <= {length, i, k, s_rddata, sj, padk, ctk, 8'd0};
                            current_state <= 4'd6;
                       end
                        end
            4'd6 : begin 
                        {s_addr, s_wrdata, s_wren, ct_addr, pt_addr, pt_wrdata, pt_wren} <= {j, 8'd0, 1'b0, 8'd0, 8'd0, 8'd0, 1'b0};
                       if (pause < 8'd2) begin
                            current_state <= 4'd6;
                            {length, i, j, k, si, sj, padk, ctk, pause} <= {length, i, j, k, si, sj, padk, ctk, pause + 8'd1};
                       end else begin
                            {length, i, j, k, si, sj, padk, ctk, pause} <= {length, i, j, k, si, s_rddata, padk, ctk, 8'd0};
                            {s_addr, s_wrdata, s_wren, ct_addr, pt_addr, pt_wrdata, pt_wren} <= {j, si, 1'b1, 8'd0, 8'd0, 8'd0, 1'b0};
                            current_state <= 4'd7;
                       end
                        end
            4'd7 : begin
                      {length, i, j, k, si, sj, padk, ctk, pause} <= {length, i, j, k, si, sj, padk, ctk, 8'd0};
                      {s_addr, s_wrdata, s_wren, ct_addr, pt_addr, pt_wrdata, pt_wren} <= {i, sj, 1'b1, 8'd0, 8'd0, 8'd0, 1'b0};
                       current_state <= 4'd8;
                    end
            4'd8 : begin
                      s_addr <= ((si + sj) % 256);
                      {s_wrdata, s_wren, ct_addr, pt_addr, pt_wrdata, pt_wren} <= {8'd0, 1'b0, 8'd0, 8'd0, 8'd0, 1'b0};
                      if (pause < 8'd2) begin
                          current_state <= 4'd8;
                          {length, i, j, k, si, sj, padk, ctk, pause} <= {length, i, j, k, si, sj, padk, ctk, pause + 8'd1};
                      end else begin
                          {length, i, j, k, si, sj, padk, ctk, pause} <= {length, i, j, k, si, sj, s_rddata, ctk, 8'd0};
                          {s_addr, s_wrdata, s_wren, ct_addr, pt_addr, pt_wrdata, pt_wren} <= {k, 8'd0, 1'b0, k + 8'd1, 8'd0, 8'd0, 1'b0};
                           current_state <= 4'd10;
                      end
                    end
            4'd10 : begin 
                      {s_addr, s_wrdata, s_wren, ct_addr, pt_addr, pt_wrdata, pt_wren} = {k, 8'd0, 1'b0, k + 8'd1, 8'd0, 8'd0, 1'b0};
                        if (pause < 8'd2) begin
                          current_state <= 4'd10;
                          {length, i, j, k, si, sj, padk, ctk, pause} <= {length, i, j, k, si, sj, padk, ctk, pause + 8'd1};
                      end else begin
                          {length, i, j, k, si, sj, padk, ctk, pause} <= {length, i, j, k, si, sj, padk, ct_rddata, 8'd0};
                           current_state <= 4'd11;
                      end
                    end
            4'd11 : begin
                      {length, i, j, k, si, sj, padk, ctk, pause} <= {length, i, j, k, si, sj, padk, ctk, 8'd0};
                      {s_addr, s_wrdata, s_wren, ct_addr, pt_addr, pt_wren} <= {8'd0, 8'd0, 1'b0, 8'd0, k + 8'd1, 1'b1};
                      pt_wrdata <= padk ^ ctk;
                      current_state <= 4'd12;
                    end
            4'd12 : begin
                      {s_addr, s_wrdata, s_wren, ct_addr, pt_addr, pt_wrdata, pt_wren} <= {8'd0, 8'd0, 1'b0, 8'd0, k, pt_wrdata , 1'b0};
                      {length, i, j, k, si, sj, padk, ctk, pause} <= {length, i, j, k + 8'd1, si, sj, padk, ctk, 8'd0};
                      current_state <= 4'd4;
                    end
            4'd9 : begin
                    {length, i, j, k, si, sj, padk, ctk, pause} <= {length, i, j, k, si, sj, padk, ctk, 8'd0};
                    {s_addr, s_wrdata, s_wren, ct_addr, pt_addr, pt_wrdata, pt_wren} <= {8'd0, 8'd0, 1'b0, 8'd0, 8'd0, length , 1'b1};
                    current_state <= 4'd13;
                    end
	    4'd13 : begin
		     {length, i, j, k, si, sj, padk, ctk, pause} <= {length, i, j, k, si, sj, padk, ctk, 8'd0};
                     {s_addr, s_wrdata, s_wren, ct_addr, pt_addr, pt_wrdata, pt_wren} <= {8'd0, 8'd0, 1'b0, 8'd0, 8'd0, 8'd0 , 1'b0};
                     current_state <= 4'd13;
		     end
            default : current_state <= 4'd13;
            endcase
        end
    end
endmodule: prga
</file>
<file path="run.sh">
#!/bin/bash
# OpenROAD 26Q1-2900-gdf79404cd8, Yosys 0.63+post, stock flow scripts
make -C /OpenROAD-flow-scripts/flow DESIGN_CONFIG=/design/flow/config.mk WORK_HOME=/design/flow/orfs finish
</file>
<file path="config.mk">
export PLATFORM = sky130hd
export DESIGN_NAME = prga
export DESIGN_NICKNAME = prga
export VERILOG_FILES = /design/flow/design.v
export SDC_FILE = /design/flow/constraint.sdc
export NUM_CORES = 4
export LEC_CHECK = 1
export CORE_UTILIZATION = 50
</file>
<file path="constraint.sdc">
current_design prga

set clk_period 4.4
set clk_io_pct 0.2

create_clock -name clk0 -period $clk_period [get_ports {clk}]

set non_clock_inputs [all_inputs -no_clocks]
set_input_delay [expr $clk_period * $clk_io_pct] -clock clk0 $non_clock_inputs
set_output_delay [expr $clk_period * $clk_io_pct] -clock clk0 [all_outputs]
</file>
==> Changelog: implementation <==
### Changed

- Status: completed
- Fp_density: 52.3%
- Io pins: 94
- Class of the worst hold path: flip-flop to flip-flop
- Port bufs: 61
- Max-Cap Viols: 0
- Distinct lib cells: 51
- Final number of setup-violating endpoints: 0
- Clock root buffer: clkbuf_16
- Pwr Total: 2680 µW
- Vias in the first global route: 4357
- DR WL met3: 674 µm
- Die H: 112 µm
- Commonest Layout Cell: dfrtp_1
- Simple share: 10.9%
- Syn Inst Count: 561
- Grt total ovfl: 0
- Post-synth area from yosys stat: 6090 µm²
- Worst Hold End: current_state[8]$_DFF_PN0_
- Site row count: 39
- Static Leak: 0.00341 µW
- Fin crit period: 2.68 ns
- DP Area: 6840 µm²
- Reg clk slew, reported paths: 0.05 ns
- CTS hold repair buffers: 0
- Slew @ Worst Pin: 0.865 ns
- Die Width: 112 µm
- Final Cycle Share: 60.9%
- GP Congestion: 0.908
- Peak supply drop: 0.338 mV
- Fin. Hold Viols: 0
- Critical path class: flip-flop to flip-flop
- Max-slew violations: 0
- F_max: 373 MHz
- Flip-flops with a built-in enable: 0
- Area delta synth->final: 22.1%
- Post-Synth AOI/OAI Area: 14.9%
- Req. time, crit path: 4.68 ns
- Latency at later pin: 0.41 ns
- Final instance area: 7440 µm²
- Via density: 5.74
- PwrDens: 360 nW/µm²
- Core Util, Final: 63.8%
- Setup bufs post-CTS: 0
- CTS Buffer Depth: 2
- Tally of non-filler cells in the final layout: 780
- Hold_sp: current_state[8]$_DFF_PN0_
- Worst R2R End: ct_addr[5]$_DFFE_PN0P_
- Initial antenna violation count: 0
- RSZ-0062 raised after global routing: false
- Flop2flop setup slack: 1.72 ns
- Worst R2R Start: current_state[11]$_DFF_PN0_
- Detailed Place HPWL: 9970 µm
- Share of layout cells above drive strength 1: 13.8%
- Antenna-violating nets left: 0
- DRC Markers: 0
- Max layer used: met4
- Pin count of the biggest net entering global routing: 48
- Xor/xnor share: 5.17%
- First-pass GRT wire length: 23200 µm
- Top non-seq family: AND-OR/OR-AND gates
- Top cells excl fill/tap: 125 x dfrtp_1, 67 x nand2_1, 60 x clkdlybuf4s50_1
- #FFs+latches synth: 127
- Inserted Clock Buffers: 17
- Synth Cell Area: 6090 µm²
- Slew margin rel.: 42.3%
- Cells after DPL: 748
- Setup TNS Final: 0 ns
- Main synth FF type: dfrtp_1
- TritonRoute pass-1 iters: 6
- GR Util All Layers: 25.1%
- Synth Seq Share: 52.2%
- Die ar.: 12600 µm²
- Post-CTS sizing: 0
- DR iter-0 viols: 264
- Tool warnings: 58
- FF-to-FF path depth: 6
- Mux cell area share after synthesis: 8.44%
- H-tree depth: 4
- WP data arrival: 2.96 ns
- CP Launch Type: flip-flop
- Routed WL: 14100 µm
- Yosys cell count: 561
- Average size of a mapped cell: 10.9 µm²
- Crit end category: flip-flop
- Clk sink count: 127
- Ys Warns: 1
- Core outline area: 11700 µm²
- Via count: 4476
- N_diodes: 0
- Met2 WL: 6450 µm
- M1 wire length: 6860 µm
- CTS tree: done
- Yosys adder share: 5.58%
- Worst Skew: 0.00688 ns
- Cell depth of the worst hold path: 1
- Crit Path Max Fanout: 41
- WL per Instance: 18.0 µm
- Async SR Flop Fraction: 100%
layout make-up:
| type | instances | area (µm²) |
|---|---|---|
| Fill cell | 913 | 4220 |
| Timing Repair Buffer | 67 | 653 |
| Clock inverter | 5 | 75.1 |
| Multi-Input combinational cell | 389 | 2750 |
| Inverter | 22 | 82.6 |
| Clock buffer | 27 | 523 |
| Sequential cell | 127 | 3180 |
| Tap cell | 143 | 179 |
layer usage:
layer,vias up,GRT usage [%]
li1,2145,-
met1,2212,42.4
met2,112,37.1
met3,7,5.34
met4,0,2.40
met5,-,0
worst max path at each step:
stage / end / cells after the start / slack, ns / start
5_1_grt: ct_addr[5]$_DFFE_PN0P_ / 6 / 1.45 / current_state[11]$_DFF_PN0_
6_report: ct_addr[5]$_DFFE_PN0P_ / 6 / 1.72 / current_state[11]$_DFF_PN0_
4_1_cts: ct_addr[5]$_DFFE_PN0P_ / 6 / 1.69 / current_state[10]$_DFF_PN0_
flip-flops by register name (all words and copies together), names as in the netlist, named ones only:
register	cells
current_state	10
ct_addr	8
ctk	8
i	8
j	8
k	8
length	8
padk	8
pause	8
pt_addr	8
pt_wrdata	8
s_addr	8
s_wrdata	8
si	8
sj	8
pt_wren	1
rdy	1
s_wren	1
cell usage after synthesis (6+ instances only):
cell,number,area share [%]
nand2b_1,7,0.72
nor2b_1,6,0.62
nand2_1,67,4.1
inv_1,22,1.4
a22oi_1,23,2.8
mux2_2,43,7.9
ha_1,24,4.9
o21ai_0,58,4.8
a211oi_1,6,0.74
xor2_1,16,2.3
clkbuf_1,18,1.1
xnor2_1,20,2.9
a21o_1,7,0.86
nor2_1,26,1.6
dfrtp_1,125,51
nand4_1,11,1.1
a21oi_1,11,0.90
where the power goes:
part / leakage (µW) / internal [µW] / total (µW) / switching [µW]
combinational: 0.00145 / 41.3 / 97.4 / 56.1
sequential: 0.00167 / 1180 / 1190 / 8.76
clock: 0.000297 / 922 / 1390 / 469
total: 0.00341 / 2140 / 2680 / 534
metrics by stage:
stage	setup WS, ns	hold WS, ns
after floorplan	2.18	0.412
final	1.72	0.465
after global routing	1.45	0.492
after detailed placement	1.48	0.455
after CTS	1.69	0.467
after global placement	1.48	0.452
logic make-up after synthesis:
family	after synthesis
and+or+nand+nor	141
AOI/OAI and AO/OA	140
DFF	127
muxes	46
buffers and inverters	45
xor gates and xnor gates	36
adders and majority gates	26
worst max-delay path, cell delays in order (launching register included):
cell,delay (ns)
dfrtp_1,0.59
nor4_1,0.64
nand2_1,0.22
o31ai_4,0.21
buf_4,0.40
nand2b_1,0.33
o21ai_0,0.15
Power and IR drop assume default switching activity.
