File: design/flow/config.mk
export PLATFORM = sky130hd
export DESIGN_NAME = ksa
export DESIGN_NICKNAME = ksa
export VERILOG_FILES = /design/flow/design.v
export SDC_FILE = /design/flow/constraint.sdc
export NUM_CORES = 4
export LEC_CHECK = 1
export CORE_UTILIZATION = 30
File: design/flow/constraint.sdc
current_design ksa

set clk_period 7.7
set clk_io_pct 0.2

create_clock -name clk0 -period $clk_period [get_ports {clk}]

set non_clock_inputs [all_inputs -no_clocks]
set_input_delay [expr $clk_period * $clk_io_pct] -clock clk0 $non_clock_inputs
set_output_delay [expr $clk_period * $clk_io_pct] -clock clk0 [all_outputs]
File: design/flow/design.v
module ksa(input logic clk, input logic rst_n,
           input logic en, output logic rdy,
           input logic [23:0] key,
           output logic [7:0] addr, input logic [7:0] rddata, output logic [7:0] wrdata, output logic wren);
    logic [2:0] current_state;
    logic [7:0] j, k, m;
    logic [8:0] i;
    reg [7:0] vali;
    always_ff@(posedge clk or negedge rst_n) begin
        if(~rst_n) begin
            {rdy, addr, wrdata, wren} <= {1'b1, 8'd0, 8'd0, 1'b0};
            current_state <= 3'd1;
            i = 9'd0;
            j = 8'd0;
            k = 8'd0;
	    m = 8'd0;
            vali = 8'd0;
        end else begin
            case(current_state)
            3'd1 : begin  
                     if (en) begin
                        {rdy, addr, wrdata, wren} <= {1'b0, i, 8'd0, 1'b0};
                        current_state <= 3'd2;
                        k <= k + 8'd1;
                     end else begin
                        current_state <= 3'd1;
                     end
                    end
            3'd2 : begin
		      vali = 8'd1;
			{rdy, addr, wrdata, wren} <= {1'b0, i, 8'd0, 1'b0};
                      if ( i < 9'd256) begin
                        {rdy, addr, wrdata, wren} <= {1'b0, i, 8'd0, 1'b0};
			m <= i % 3;
                        if(k < 8'd2) begin
                            {rdy, addr, wrdata, wren} <= {1'b0, i, 8'd0, 1'b0};
                            current_state <= 3'd2;
                            k <= k + 8'd1;
                        end else begin
                            vali = rddata;
                            k <= 8'd0;
			    if (m == 8'd0) begin
                            	j <= (j + rddata + key[23:16]) % 256;
			    end else if (m == 8'd1) begin
				j <= (j + rddata + key[15:8]) % 256;
			    end else begin
				j <= (j + rddata + key[7:0]) % 256;
			    end
                            current_state <= 3'd3;
                        end
                      end else begin
                        current_state <= 3'd5;
                      end
                      end
            3'd3 : begin
                      if (k < 8'd2) begin   
                        {rdy, addr, wrdata, wren} <= {1'b0, j, 8'd0, 1'b0};
                        current_state <= 3'd3;
                        k <= k + 8'd1;
                      end else begin
                        current_state <= 3'd4;
                        k <= 8'd0;
                      end
                      end
	    3'd4 : begin
			{rdy, addr, wrdata, wren} <= {1'b0, i, rddata, 1'b1};
			current_state <= 3'd6;
			end
            3'd6 : begin 
                      {rdy, addr, wrdata, wren} <= {1'b0, j, vali, 1'b1};
                      i <= i + 9'd1;
                      k <= 8'd0;
                      current_state <= 3'd2;
                      end
            3'd5 : begin 
                    {rdy, addr, wrdata, wren} <= {1'b1, 8'd0, 8'd0, 1'b0};
                    current_state <= 3'd5;
                    end
            default : current_state <= 3'd5;
            endcase
        end
    end
endmodule: ksa
File: design/flow/run.sh
#!/bin/bash
# OpenROAD 26Q1-2900-gdf79404cd8, Yosys 0.63+post, stock flow scripts
make -C /OpenROAD-flow-scripts/flow DESIGN_CONFIG=/design/flow/config.mk WORK_HOME=/design/flow/orfs finish
==> reports/metrics.yaml <==
ios: 53
crit_path_cell_trace: "ha_1 -> or2b_1 -> a221oi_4 -> a21o_1 -> o31a_1 -> a31oi_1 -> or3_1 -> ha_1 -> a21oi_4 -> o211a_4 -> xnor2_1 -> inv_1 -> ha_1 -> inv_1 -> o31a_1 -> o21ai_4 -> o2111a_1 -> a221o_1"
yosys.area.top_type: "dfrtp_1"
worstReg2RegStart: "i[8]"
critPathMaxStageDelay_ns: 0.82
use_met2_pct: 25.68
cp-startpoint: "i[8]"
syn_to_final_growth_pct: 19.99
reg2reg_setup_slack_ns: 2.26
syn-mean-instance-area_um2: 8.508
ir_drop_mv: 0.1808
clk_pin_slew_ns: 0.06
critical_path.endpoint: "m[3]"
async_reset_ff_share_pct: 100.0
antenna_found_initial: 0
htreeDepth: 3
cts_num_sinks: 65
hold_viol: 0
worstSetupEndpointType: "register"
grt_max_degree: 36
drive_gt1_share_pct: 7.743
tightest_slew_ns: 0.7416
die-area_um2: 16680
detail_route.vias_per_cell: 5.205
slowest_stage: "dfrtp_1"
cts_buffer_depth: 2
max_freq_mhz: 183.8
clk_latency_ns: 0.33
ys_chip_area_um2: 4850
post-dp-hpwl_um: 9142
num_vias: 4284
wire_per_inst_um: 15.06
postCtsResizedCells: 0
yosysWarnings: 1
fin_crit_sh_pct: 70.66
crit_arrival_ns: 5.65
hold_buffers: 0
status: "finished, final reports clean"
grtUsageTotal_pct: 15.90
antenna_cells_inserted: 0
netlist_instances: 570
power_density_nw_per_um2: 213.8
grt-busiest-layer: "met2"
slew_headroom_pct: 50.56
ys_types: 77
cp_max_fo: 24
worstPathRequired_ns: 7.91
cts_buffers: 9
fin_setup_tns_ns: 0
setup_viol_count_final: 0
skew_ns: 0.007474
clock-root-buffer: "clkbuf_16"
synth-main-ff-cell: "dfrtp_1"
warnings: 28
min_period_ns: 5.441
yosysTopAreaCellShare_pct: 32.51
globalRouteMet1Util_pct: 23.70
cts_setup_buffers: 0
yosysSeqAreaShare_pct: 33.59
grt_pass1_wl_um: 20710
crit_top_cell: "ha_1"
firstDrtPassIters: 5
synthTopCellsByArea: "dfrtp_1, o21ai_0, nand2_1"
path_class: "register to register"
die_w_um: 129.1
start_kind: "register"
grt_pass1_vias: 4068
cts_tree: "yes"
finalMaxSlewViolations: 0
synth_area_um2: 4850
grt_setup_unrepaired: "no"
timing.rr.end: "m[3]"
die_h_um: 129.1
hold_path.class: "register to register"
ys_cells: 570
stdcell_count: 823
use_met3_pct: 2.019
rows: 46
dp.cells: 807
initCoreUtil_pct: 30.64
drt-initial-drc-count: 280
cap_viol_max_count: 0
r2r_cells: 18
ant_nets: 0
postRouteWirelength_um: 12400
globalplace.congestion: 0.8788
grt-ovfl-total: 0
leakagePower_nw: 2.410
port_buffers: 52
synth_flop_count: 65
edf_count: 0
core_area_um2: 15830
drc: 0
==> layer usage <==
layer / wire length [µm] / share of wire, % / vias up
met4: 224 / 1.8 / 0
met5: 0 / 0 / -
met2: 5788 / 47 / 115
li1: - / - / 2125
met3: 527 / 4.3 / 21
met1: 5855 / 47 / 2023
==> cell usage after synthesis, types with 7 or more instances <==
library cell,instances
nand2_1,77
dfrtp_1,63
o21ai_0,60
a21oi_1,36
nor2_1,35
clkbuf_1,25
inv_1,23
ha_1,21
xnor2_1,20
nand3_1,15
nor3_1,12
a22oi_1,10
and3_1,10
mux2i_1,10
nand2b_1,9
o21bai_1,7
xor2_1,7
==> critical path, delay by kind of cell, from the launching register on <==
kind                     cells  cell delay (ns)
AND/OR/NAND/NOR              2             0.73
buffers and inverters        2             0.22
adder cells (fa/ha/maj)      3             0.87
AND-OR/OR-AND               10             2.41
flip-flops                   1             0.82
XOR/XNOR                     1             0.23
==> report_power, final <==
part	total (W)	internal, W	leakage [nW]	switching [W]
Combinational	0.000375	0.000202	1.45	0.000172
Sequential	0.000423	0.000386	0.802	0.0000367
Clock	0.000447	0.000293	0.159	0.000154
==> state kept, by name (all words and copies together), names as in the netlist <==
signal	cells
vali	8
addr	8
current_state	6
i	9
m	8
wren	1
wrdata	8
k	8
j	8
rdy	1
==> through the flow <==
| step | power, W | hold slack (ns) | util, % | worst slack [ns] | cell area, µm² |
|---|---|---|---|---|---|
| 2_1_floorplan | 0.0006695 | 0.3520 | - | 2.964 | 4850 |
| 3_3_place_gp | 0.0007942 | 0.4624 | 34.69 | 2.471 | 5490 |
| 3_5_place_dp | 0.0008002 | 0.4642 | 34.69 | 2.360 | 5490 |
| 4_1_cts | 0.001255 | 0.4757 | 36.77 | 2.298 | 5819 |
| 5_1_grt | 0.001325 | 0.4832 | 36.77 | 1.881 | 5819 |
| 6_report | 0.001244 | 0.4716 | 36.77 | 2.259 | 5819 |
==> layout by cell type, fill, tap and decap left out, drive strengths merged, types with 9 or more instances in the layout <==
cell           count
nand2             77
o21ai             64
dfrtp             63
clkdlybuf4s50     51
a21oi             37
nor2              35
inv               24
ha                21
xnor2             21
nand3             16
nor3              12
a22oi             10
mux2i             10
and3              10
clkbuf            10
nand2b             9
==> area by class of cell <==
| cell class | instances | area, µm² |
|---|---|---|
| sequential | 65 | 1629 |
| inverter | 25 | 93.84 |
| tap | 216 | 270.3 |
| timing repair buffer | 55 | 538.0 |
| multi-input combinational | 446 | 2959 |
| clock inverter | 6 | 90.09 |
| clock buffer | 10 | 239.0 |
| fill | 1538 | 10010 |
==> cells by family after synthesis <==
logic type | after synthesis | share of synthesized area, %
buffers and inverters | 59 | 5.392
and+or+nand+nor | 197 | 19.99
xor gates and xnor gates | 28 | 5.212
muxes | 10 | 2.064
AOI/OAI and AO/OA | 188 | 27.50
adders and majority gates | 23 | 6.244
DFF | 65 | 33.59
==> how the worst min path moves through the flow <==
stage	start	cells after the start	slack [ns]	to
after CTS	j[7]	1	0.48	j[7]
after global routing	j[7]	1	0.48	j[7]
final	j[7]	1	0.47	j[7]
Power is estimated from default activity; no workload was simulated.
